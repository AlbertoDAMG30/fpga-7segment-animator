==> config.mk <==
export PLATFORM = sky130hd
export DESIGN_NAME = main
export DESIGN_NICKNAME = main
export VERILOG_FILES = /design/flow/design.v
export SDC_FILE = /design/flow/constraint.sdc
export NUM_CORES = 4
export LEC_CHECK = 1
export CORE_UTILIZATION = 50
==> constraint.sdc <==
current_design main

set clk_period 3.8
set clk_io_pct 0.2

create_clock -name clk0 -period $clk_period [get_ports {clk}]

set non_clock_inputs [all_inputs -no_clocks]
set_input_delay [expr $clk_period * $clk_io_pct] -clock clk0 $non_clock_inputs
set_output_delay [expr $clk_period * $clk_io_pct] -clock clk0 [all_outputs]
==> design.v <==
`timescale 1ns / 1ps
module animacion1(
    input clk,               
    input enable,            
    output reg [6:0] segmentos,
    output reg [7:0] anodos
);
    reg [6:0] letras [0:4];
    initial begin
        letras[0] = 7'b0100001;  
        letras[1] = 7'b0001000;  
        letras[2] = 7'b1100011;  
        letras[3] = 7'b1111011;  
        letras[4] = 7'b0100001;  
    end
    reg [2:0] display = 0;         
    reg [2:0] letras_mostradas = 0;  
    always @(posedge clk) begin
        if (enable) begin
            case (display)
                0: begin anodos = 8'b10111111; segmentos = (letras_mostradas > 0) ? letras[0] : 7'b1111111; end
                1: begin anodos = 8'b11011111; segmentos = (letras_mostradas > 1) ? letras[1] : 7'b1111111; end
                2: begin anodos = 8'b11101111; segmentos = (letras_mostradas > 2) ? letras[2] : 7'b1111111; end
                3: begin anodos = 8'b11110111; segmentos = (letras_mostradas > 3) ? letras[3] : 7'b1111111; end
                4: begin anodos = 8'b11111011; segmentos = (letras_mostradas > 4) ? letras[4] : 7'b1111111; end
                default: begin anodos = 8'b11111111; segmentos = 7'b1111111; end
            endcase
            display <= (display == 4) ? 0 : display + 1;
            if (display == 4 && letras_mostradas < 5)
                letras_mostradas <= letras_mostradas + 1;
        end else begin
            segmentos <= 7'b1111111;
            anodos <= 8'b11111111;
            letras_mostradas <= 0;
            display <= 0;
        end
    end
endmodule
`timescale 1ns / 1ps
module animacion2(
    input clk_slow,          
    input clk_anim,          
    input enable,
    output reg [6:0] segmentos,
    output reg [7:0] anodos
);
    reg [6:0] letras_rom [0:11];  
    initial begin
        letras_rom[0]  = 7'b1111111;  
        letras_rom[1]  = 7'b1111111;  
        letras_rom[2]  = 7'b1111111;  
        letras_rom[3]  = 7'b0100001;  
        letras_rom[4]  = 7'b0001000;  
        letras_rom[5]  = 7'b1100011;  
        letras_rom[6]  = 7'b1111011;  
        letras_rom[7]  = 7'b0100001;  
        letras_rom[8]  = 7'b1111111;  
        letras_rom[9]  = 7'b1111111;  
        letras_rom[10] = 7'b1111111;  
        letras_rom[11] = 7'b1111111;  
    end
    reg [3:0] offset = 0;   
    reg dir = 0;            
    reg [2:0] display = 0; 
    reg [6:0] buffer [0:7];  
    reg prev_clk_anim;
    always @(posedge clk_slow) begin
        prev_clk_anim <= clk_anim;
        if (enable && prev_clk_anim == 0 && clk_anim == 1) begin
            if (dir == 0) begin  
                if (offset == 4) begin  
                    dir <= 1;
                    offset <= offset - 1;
                end else begin
                    offset <= offset + 1;
                end
            end else begin  
                if (offset == 0) begin  
                    dir <= 0;
                    offset <= offset + 1;
                end else begin
                    offset <= offset - 1;
                end
            end
        end
        buffer[0] <= letras_rom[offset];
        buffer[1] <= letras_rom[offset + 1];
        buffer[2] <= letras_rom[offset + 2];
        buffer[3] <= letras_rom[offset + 3];
        buffer[4] <= letras_rom[offset + 4];
        buffer[5] <= letras_rom[offset + 5];
        buffer[6] <= letras_rom[offset + 6];
        buffer[7] <= letras_rom[offset + 7];
    end
    always @(posedge clk_slow) begin
        if (enable) begin
            case (display)
                0: begin anodos = 8'b01111111; segmentos = buffer[0]; end
                1: begin anodos = 8'b10111111; segmentos = buffer[1]; end
                2: begin anodos = 8'b11011111; segmentos = buffer[2]; end
                3: begin anodos = 8'b11101111; segmentos = buffer[3]; end
                4: begin anodos = 8'b11110111; segmentos = buffer[4]; end
                5: begin anodos = 8'b11111011; segmentos = buffer[5]; end
                6: begin anodos = 8'b11111101; segmentos = buffer[6]; end
                7: begin anodos = 8'b11111110; segmentos = buffer[7]; end
                default: begin anodos = 8'b11111111; segmentos = 7'b1111111; end
            endcase
            display <= (display == 7) ? 0 : display + 1;
        end else begin
            anodos <= 8'b11111111;
            segmentos <= 7'b1111111;
            display <= 0;
        end
    end
endmodule
`timescale 1ns / 1ps
module animacion3(
    input clk_slow,          
    input clk_anim,          
    input enable,
    output reg [6:0] segmentos,
    output reg [7:0] anodos
);
    reg [6:0] letras_rom [0:12];  
    initial begin
        letras_rom[0]  = 7'b0100001;  
        letras_rom[1]  = 7'b0001000;  
        letras_rom[2]  = 7'b1100011;  
        letras_rom[3]  = 7'b1111011;  
        letras_rom[4]  = 7'b0100001;  
        letras_rom[5]  = 7'b1111111;  
        letras_rom[6]  = 7'b1111111;  
        letras_rom[7]  = 7'b1111111;  
        letras_rom[8]  = 7'b1111111;  
        letras_rom[9]  = 7'b1111111;  
        letras_rom[10] = 7'b1111111;  
        letras_rom[11] = 7'b1111111;  
        letras_rom[12] = 7'b1111111;  
    end
    reg [3:0] offset = 0;   
    reg [2:0] display = 0;  
    reg [6:0] buffer [0:7];  
    reg prev_clk_anim;
    always @(posedge clk_slow) begin
        prev_clk_anim <= clk_anim;
        if (enable && prev_clk_anim == 0 && clk_anim == 1) begin
            offset <= (offset == 12) ? 0 : offset + 1;  
        end
        buffer[0] <= letras_rom[(offset) % 13];
        buffer[1] <= letras_rom[(offset + 1) % 13];
        buffer[2] <= letras_rom[(offset + 2) % 13];
        buffer[3] <= letras_rom[(offset + 3) % 13];
        buffer[4] <= letras_rom[(offset + 4) % 13];
        buffer[5] <= letras_rom[(offset + 5) % 13];
        buffer[6] <= letras_rom[(offset + 6) % 13];
        buffer[7] <= letras_rom[(offset + 7) % 13];
    end
    always @(posedge clk_slow) begin
        if (enable) begin
            case (display)
                0: begin anodos = 8'b01111111; segmentos = buffer[0]; end
                1: begin anodos = 8'b10111111; segmentos = buffer[1]; end
                2: begin anodos = 8'b11011111; segmentos = buffer[2]; end
                3: begin anodos = 8'b11101111; segmentos = buffer[3]; end
                4: begin anodos = 8'b11110111; segmentos = buffer[4]; end
                5: begin anodos = 8'b11111011; segmentos = buffer[5]; end
                6: begin anodos = 8'b11111101; segmentos = buffer[6]; end
                7: begin anodos = 8'b11111110; segmentos = buffer[7]; end
                default: begin anodos = 8'b11111111; segmentos = 7'b1111111; end
            endcase
            display <= (display == 7) ? 0 : display + 1;
        end else begin
            anodos <= 8'b11111111;
            segmentos <= 7'b1111111;
            display <= 0;
        end
    end
endmodule
`timescale 1ns / 1ps
module divisor_reloj(
    input clk,                       
    output reg clk_slow = 0,        
    output reg clk_anim1 = 0,       
    output reg clk_anim2 = 0,       
    output reg clk_anim3 = 0        
);
    reg [26:0] contador = 0;
    always @(posedge clk) begin
        contador <= contador + 1;
        clk_slow   <= contador[13]; 
        clk_anim1  <= contador[25];   
        clk_anim2  <= contador[23];   
        clk_anim3  <= contador[24];   
    end
endmodule
`timescale 1ns / 1ps
module error_display(
    input clk,
    input enable,
    output reg [6:0] segmentos,
    output reg [7:0] anodos
);
    reg [2:0] indice = 0;   
    wire [6:0] letras_err [0:4];
    assign letras_err[0] = 7'b0000110;  
    assign letras_err[1] = 7'b0101111;  
    assign letras_err[2] = 7'b0101111;  
    assign letras_err[3] = 7'b1000000;  
    assign letras_err[4] = 7'b0101111;  
    always @(posedge clk) begin
        if (enable) begin
            case (indice)
                0: begin anodos = 8'b01111111; segmentos = letras_err[0]; end  
                1: begin anodos = 8'b10111111; segmentos = letras_err[1]; end  
                2: begin anodos = 8'b11011111; segmentos = letras_err[2]; end  
                3: begin anodos = 8'b11101111; segmentos = letras_err[3]; end  
                4: begin anodos = 8'b11110111; segmentos = letras_err[4]; end  
                default: begin anodos = 8'b11111111; segmentos = 7'b1111111; end
            endcase
            indice <= (indice == 4) ? 0 : indice + 1;
        end else begin
            anodos <= 8'b11111111;
            segmentos <= 7'b1111111;
            indice <= 0;
        end
    end
endmodule
`timescale 1ns / 1ps
module main(
    input clk,
    input [9:0] sw,   
    output reg [6:0] segmentos,
    output reg [7:0] anodos
);
    wire clk_slow, clk_anim1, clk_anim2, clk_anim3;
    wire [6:0] segmentos_a1, segmentos_a2, segmentos_a3, segmentos_mux, segmentos_err;
    wire [7:0] anodos_a1, anodos_a2, anodos_a3, anodos_mux, anodos_err;
    wire error_condition = (sw[7] + sw[8] + sw[9]) > 1;
    divisor_reloj div(
        .clk(clk),
        .clk_slow(clk_slow),
        .clk_anim1(clk_anim1),
        .clk_anim2(clk_anim2),
        .clk_anim3(clk_anim3)
    );
    multiplexor_nombre mux(
        .clk(clk_slow),
        .enable(sw[0] & ~error_condition & ~(sw[7] | sw[8] | sw[9])),
        .segmentos(segmentos_mux),
        .anodos(anodos_mux)
    );
    animacion1 a1 (
        .clk(clk_anim1),
        .enable(sw[7] & sw[0] & ~error_condition),
        .segmentos(segmentos_a1),
        .anodos(anodos_a1)
    );
    animacion2 a2 (
        .clk_slow(clk_slow),
        .clk_anim(clk_anim2),
        .enable(sw[8] & sw[0] & ~error_condition),
        .segmentos(segmentos_a2),
        .anodos(anodos_a2)
    );
    animacion3 a3 (
        .clk_slow(clk_slow),
        .clk_anim(clk_anim3),
        .enable(sw[9] & sw[0] & ~error_condition),
        .segmentos(segmentos_a3),
        .anodos(anodos_a3)
    );
    error_display err (
        .clk(clk_slow),
        .enable(error_condition & sw[0]),
        .segmentos(segmentos_err),
        .anodos(anodos_err)
    );
    always @(*) begin
        if (~sw[0]) begin   
            segmentos = 7'b1111111;
            anodos = 8'b11111111;
        end else if (error_condition) begin   
            segmentos = segmentos_err;
            anodos = anodos_err;
        end else if (sw[9]) begin   
            segmentos = segmentos_a3;
            anodos = anodos_a3;
        end else if (sw[8]) begin
            segmentos = segmentos_a2;
            anodos = anodos_a2;
        end else if (sw[7]) begin
            segmentos = segmentos_a1;
            anodos = anodos_a1;
        end else begin
            segmentos = segmentos_mux;
            anodos = anodos_mux;
        end
    end
endmodule
`timescale 1ns / 1ps
module multiplexor_nombre(
    input clk,
    input enable,
    output reg [6:0] segmentos,
    output reg [7:0] anodos
);
    reg [2:0] indice = 0;
    wire [6:0] letras [0:4];
    assign letras[0] = 7'b0100001;  
    assign letras[1] = 7'b0001000;  
    assign letras[2] = 7'b1100011;  
    assign letras[3] = 7'b1111011;  
    assign letras[4] = 7'b0100001;  
    always @(posedge clk) begin
        if (enable) begin
            case (indice)
                0: begin anodos = 8'b10111111; segmentos = letras[0]; end
                1: begin anodos = 8'b11011111; segmentos = letras[1]; end
                2: begin anodos = 8'b11101111; segmentos = letras[2]; end
                3: begin anodos = 8'b11110111; segmentos = letras[3]; end
                4: begin anodos = 8'b11111011; segmentos = letras[4]; end
                default: begin anodos = 8'b11111111; segmentos = 7'b1111111; end
            endcase
            indice <= (indice == 4) ? 0 : indice + 1;
        end else begin
            anodos <= 8'b11111111;       
            segmentos <= 7'b1111111;     
        end
    end
endmodule
==> run.sh <==
#!/bin/bash
# OpenROAD 26Q1-2900-gdf79404cd8, Yosys 0.63+post, stock flow scripts
make -C /OpenROAD-flow-scripts/flow DESIGN_CONFIG=/design/flow/config.mk WORK_HOME=/design/flow/orfs finish
==> job_summary.md <==
## PnR job results

| Metric | Value |
|---|---|
| Cell Rows | `53` |
| Pwr/cell area | `70.4 nW/um^2` |
| Worst-path clk slew | `40 ps` |
| Longest Clk Path Bufs | `2` |
| YS chip area | `10600 sq um` |
| Layout area overhead | `5.34%` |
| Pre-antenna DRT Iters | `8` |
| Crit-path max cell delay | `740 ps` |
| Fin crit period | `3620 ps` |
| Final count of hold timing violations | `0` |
| Layout cell share with drive strength beyond 1 | `5.75%` |
| Crit path DRT | `3040 ps` |
| Gr ovfl total | `0` |
| WL per Instance | `15.3 um` |
| ANT cells | `0` |
| Synth cell types | `88` |
| Grt peak-use layer | `met1` |
| Top cell area share | `34.2%` |
| Post-CTS setup-driven buffer insertion count | `0` |
| Placed Instance Area | `11100 sq um` |
| Post-route cell area | `11200 sq um` |
| IO Pins | `26` |
| Die height | `148 um` |
| Asr flop ratio synth | `0%` |
| Synth area leaders | `dfxtp_1, ha_1, xnor2_1, nand2_1, o21ai_0` |
| Max-cap violation count | `0` |
| Post-synth top flop | `dfxtp_1` |
| Crit-path cells | `clkdlybuf4s50_1 -> buf_4 -> a21oi_1 -> o211ai_1 -> clkdlybuf4s50_1` |
| Port buffer count | `19` |
| Via count | `8257` |
| HP Class | `register to register` |
| Yosys top cell by area | `dfxtp_1` |
| Syn Area/Cell | `8.74 sq um` |
| Most common cell on crit path | `clkdlybuf4s50_1` |
| Worst Hold Depth | `0` |
| Worst IR Drop VDD | `178 uV` |
| Crit Path Class | `input pin to output port` |
| Endpoints left unconstrained | `176` |
| Initial detailed-routing violation count | `535` |
| DRC viols | `0` |
| Relative slew slack | `45.8%` |
| GRT Total Usage | `21.9%` |
| Register pins left without a clock | `164` |
| Commonest cells post-synth | `dfxtp_1, nand2_1, ha_1` |
| Pin count of the biggest net entering global routing | `77` |
| Fraction of the cycle the final worst path needs | `95.2%` |
| Hold path startpoint | `div.contador[25]` |
| Met3 usage | `1.23%` |
| Most frequent cell after synthesis | `dfxtp_1` |
| Yosys warns | `9` |
| GRT met2 Usage | `34.6%` |
| Post-CTS sizing | `0` |
| Die Footprint | `21900 sq um` |
| Worst reg2reg startpoint | `div.contador[2]` |
| Highest Clock Rate | `0.276 GHz` |
| Final setup vio count | `0` |
| Log Warnings | `84` |
| Antenna violations before repair | `0` |
| RSZ-0062 raised after global routing | `false` |
| Cells after Synth | `1218` |
| Leak Pwr | `4.25 nW` |
| Placed wire-length estimate | `16.9 mm` |
| Crit path max-delay family | `buffers and inverters` |
| Outcome | `complete, no violations` |
| Crit path arrival time | `2860 ps` |
| Seq/Total Area, Yosys | `37.6%` |
| R2R Path End | `div.contador[25]` |
| CP max-delay cell | `clkdlybuf4s50_1` |
| Number of enable flip-flop cells | `12` |
| Yosys cell count | `1218` |
| Total CTS buffers | `5` |
| First-pass GRT wire length | `37.9 mm` |
| Late-Pin Clk Latency | `270 ps` |
| CTS H-tree lvls | `2` |
| Crit path max fanout | `18` |
| Worst Tran Pin Value | `813 ps` |
| Core area | `21000 sq um` |
| Hold Path End | `div.clk_anim1` |
| Reg-to-reg slack, setup | `1760 ps` |
| Cell area after synthesis | `10600 sq um` |
| Final Wtd Congestion | `0.898` |
| Worst Path Buf+Inv | `3` |
| Final TNS setup | `0 ps` |
| Slew Limit Fails | `0` |
| Total chip power | `789 uW` |
| Die W | `148 um` |
| Clock Tree Root | `clkbuf_16` |
| Ys flops | `194` |
| CP startpoint kind | `input pin` |
| Worst-case clock skew | `4.93 ps` |
| Pre-Place Util | `50.8%` |
| CTS Hold Bufs | `0` |
| Crit end category | `output port` |
| R2R depth | `7` |
| Routed wire length | `22.6 mm` |
| Vias per cell | `5.59` |
| Final antenna-violating net count | `0` |
| TritonCTS clock tree | `yes` |
| Vias in the first global route | `7529` |
| Met1 GRT Util | `35.4%` |
[flip-flops by register name, indices dropped and copies added (netlist names), 5 cells and up]
name and count:
a1.anodos 5, a1.segmentos 5, a2.anodos 8, a2.buffer 40, a2.segmentos 5, a3.anodos 8, a3.buffer 40, a3.segmentos 5
div.contador 26, err.anodos 5, mux.anodos 5, mux.segmentos 5
[worst max-delay path by stage]
stage | startpoint | to | cells past startpoint
global route | sw[8] | anodos[2] | 5
finish | sw[8] | anodos[2] | 5
CTS | sw[7] | segmentos[5] | 7
[layer usage]
metal / share of wire [%] / wire length, um
met5: 0 / 0
met4: 1.1 / 240
met3: 3.0 / 670
met2: 46 / 10400
met1: 50 / 11200
[stage by stage]
| stage | hold slack [ps] | utilization [%] | setup slack, ps | instances |
|---|---|---|---|---|
| final | 365 | 53.5 | 181 | 1476 |
| after global routing | 373 | 53.5 | 20.0 | 1476 |
| after CTS | 368 | 53.5 | 177 | 1476 |
| after detailed placement | 362 | 52.8 | 192 | 1468 |
| after global placement | 359 | 52.8 | 206 | 1468 |
| after floorplan | 350 | - | 1060 | 1218 |
[cell families (layout without fill, tap and decap cells)]
| logic type | Yosys count | count (layout) | synth area share, % |
|---|---|---|---|
| muxes | 29 | 29 | 2.93 |
| AOI/OAI and AO/OA | 322 | 322 | 20.1 |
| and+or+nand+nor | 385 | 385 | 17.8 |
| adders and majority gates | 92 | 92 | 10.8 |
| DFF | 194 | 194 | 37.6 |
| xor gates and xnor gates | 71 | 71 | 6.12 |
| buffers and inverters | 125 | 108 | 4.64 |
[power breakdown]
part	total [mW]	internal, mW	leakage (nW)	switching [mW]
Combinational	0.0924	0.0444	2.58	0.0480
Clock	0.381	0.258	0.0739	0.122
Sequential	0.316	0.316	1.60	0
[cell type report]
| cell class | instances | area (sq um) |
|---|---|---|
| Fill cell | 1947 | 9740 |
| Multi-Input combinational cell | 899 | 6150 |
| Sequential cell | 194 | 4010 |
| Tap cell | 275 | 344 |
| Timing Repair Buffer | 35 | 323 |
| Inverter | 65 | 244 |
| Clock buffer | 7 | 143 |
| Clock inverter | 1 | 5.00 |
[cells in the final DEF, fill, tap and decap left out, types with 14 or more instances in the layout]
master,instances
clkdlybuf4s50_1,19
dfxtp_1,181
nand4_1,18
a21o_1,17
a21oi_1,69
ha_1,90
nor2_1,85
o211ai_1,28
nand2_1,124
nor3_1,27
mux2i_1,14
inv_1,62
mux2_2,14
nand3_1,32
o21ai_0,81
xnor2_1,54
buf_4,15
Power figures rest on the tool's default switching activity, not on a simulated workload.
